`design/flow/run.sh`:
```
#!/bin/bash
# OpenROAD 26Q1-2900-gdf79404cd8, Yosys 0.63+post, stock flow scripts
make -C /OpenROAD-flow-scripts/flow DESIGN_CONFIG=/design/flow/config.mk WORK_HOME=/design/flow/orfs finish
```
`design/flow/design.v`:
```
module atomic_counters (
  input  wire            clk,
  input  wire            reset,
  input  wire            trig_i,
  input  wire            req_i,
  input  wire            atomic_i,
  output wire            ack_o,
  output wire[31:0]      count_o
);
	wire [63:0] count;
	reg  [63:0] count_q;
	always_ff @(posedge clk or posedge reset)
	if (reset)
		count_q[63:0] <= 64'h0;
	else
		count_q[63:0] <= count;
	reg  [63:0] counter;
	reg  [31:0] counter_32_upp;
	reg  state;
	reg  ack;
	reg  req_i_d;
	reg  out_en;
	reg  load;
	reg  load_d;
	reg  low_or_high;
	wire req_i_posedge;
	localparam FIRST  = 1'd0;
	localparam SECOND = 1'd1; 
	assign ack_o   = ack;
	assign count_o = (!out_en) ? 32'd0 :
					 (low_or_high) ? counter_32_upp : counter[31:0];
	assign req_i_posedge = (req_i && (!req_i_d));
	assign count = (load_d) ? counter : count_q;
	always_ff @(posedge clk or posedge reset) begin
		if (reset) begin 
			counter <= 0;
			load	<= 0;
			load_d	<= 0;
		end else begin
			load 	<= 1;
			load_d  <= load;
			counter <= 	(!load)  ? count : 
						(trig_i) ? counter + 1 : counter;
		end
	end 
	always_ff @(posedge clk or posedge reset) begin 
		if (reset) begin 
			state		   <= 0;
			counter_32_upp <= 0;
			ack		       <= 0;
			req_i_d		   <= 0;
			out_en		   <= 0;
			low_or_high    <= 0;
		end else begin
			ack	    <= req_i;
			req_i_d <= req_i;
			case (state) 
			FIRST : begin 
                if (req_i && atomic_i) begin 	 
                    state     	   <= SECOND;
                    low_or_high    <= 0;
					out_en		   <= 1;
                    counter_32_upp <= counter[63:32];
                end else if (req_i_posedge && (!atomic_i)) begin 
                    state		   <= FIRST; 
                    low_or_high    <= 0;	
                    out_en		   <= 0;
                    counter_32_upp <= 0;
                end else begin
                    state 		   <= FIRST;
                    low_or_high	   <= 0;
					out_en         <= 0;
                    counter_32_upp <= 0;
                end 
			end 
			SECOND : begin 
				state		   <= FIRST;
				if (req_i && (!atomic_i)) begin 
					low_or_high    <= 1;
					out_en		   <= 1;
					counter_32_upp <= counter_32_upp;
				end else if (req_i && atomic_i) begin 
					low_or_high    <= 0;
					out_en		   <= 1;
					counter_32_upp <= counter_32_upp;
				end else begin 
					low_or_high    <= 0;
					out_en		   <= 0;
					counter_32_upp <= counter_32_upp;
				end 
			end
			endcase
		end
	end 
endmodule
```
`design/flow/constraint.sdc`:
```
current_design atomic_counters

set clk_period 15.3
set clk_io_pct 0.2

create_clock -name clk0 -period $clk_period [get_ports {clk}]

set non_clock_inputs [all_inputs -no_clocks]
set_input_delay [expr $clk_period * $clk_io_pct] -clock clk0 $non_clock_inputs
set_output_delay [expr $clk_period * $clk_io_pct] -clock clk0 [all_outputs]
```
`design/flow/config.mk`:
```
export PLATFORM = sky130hd
export DESIGN_NAME = atomic_counters
export DESIGN_NICKNAME = atomic_counters
export VERILOG_FILES = /design/flow/design.v
export SDC_FILE = /design/flow/constraint.sdc
export NUM_CORES = 4
export LEC_CHECK = 1
export CORE_UTILIZATION = 50
```
==> PnR_summary.wiki <==
=== Synthesis and place and route ===
{| class="wikitable"
! Metric !! Value
|-
| Number of maximum-capacitance constraint violations || 0
|-
| Area inside the core boundary || about 16000 sq um
|-
| Setup slack of the worst register-to-register path || ~12000 ps
|-
| Clk Tree Root Cell || clkbuf_16
|-
| Number of global-route vias before repair || about 5900
|-
| Width of the die || ~130 um
|-
| Total setup violations reported at the end of the flow || 0
|-
| Cell-by-cell trace of the critical path || clkdlybuf4s50_1 > and2_1 > nand4_1 > or4_1 > or4_1 > a31oi_1
|-
| Detailed-route vias per instance || 6.04
|-
| Detail-routed net length per standard cell || between 15 and 20 um
|-
| Endpoint of the lowest-slack register-to-register path || counter[58]$_DFFE_PP0P_
|-
| Worst slew slack as a fraction of its limit || 0.432
|-
| Hold Path Stages || 2
|-
| OpenROAD warnings || 25
|-
| Floorplan core density || 0.515
|-
| Die Y-Extent || roughly 130 um
|-
| Relative contribution of the clock network to total power || 0.258
|-
| Detailed-route wire length || between 20000 and 25000 um
|-
| #FFs+latches synth || roughly 170
|-
| Maximum number of buffers from clock root to sink || 2
|-
| Hold Startpoint || count_q[61]$_DFF_PP0_
|-
| Seq pwr share || 0.431
|-
| Tot GR Track Use || 0.263
|-
| Transition time at the pin with the least slew margin || about 850 ps
|-
| Endpoint of the worst hold path || count_q[61]$_DFF_PP0_
|-
| Largest net degree at the start of global routing || 71
|-
| Async set-or-reset flop fraction in the synthesized netlist || 1.00
|-
| Worst path required time || between 15000 and 20000 ps
|-
| Hold crit path type || flip-flop to flip-flop
|-
| Grt met1 use || 0.419
|-
| Seq/Total Area, Yosys || 0.504
|-
| Maximum fanout along the worst path || 11
|-
| EDFF count, synth || 0
|-
| Global routing met3 resource utilization || 0.0547
|-
| Family with the most delay on the worst path || simple AND/OR/NAND/NOR gates
|-
| Final sum of negative setup slack || 0 ps
|-
| Fmax || ~180 MHz
|-
| Final GP Congestion || 0.887
|-
| Insertion Delay late pin || 420 ps
|-
| Total vias in the final route || between 6000 and 7000
|-
| Element type at the critical path end || flip-flop
|-
| Most frequently placed logic cells in the final layout || dfrtp_1 (163), nor2_1 (77), mux2_2 (64), nand2_1 (43), mux2i_1 (38)
|-
| Area post-placement || between 8000 and 9000 sq um
|-
| Total non-filler cell area in the finished layout || between 9000 and 10000 sq um
|-
| Instance tally after logic synthesis || 791
|-
| Run status || finished, final reports clean
|-
| Total CTS buffers || 17
|-
| Critical path data arrival time || around 6000 ps
|-
| Setup Buffers After CTS || 0
|-
| Total overflow reported by the global router || 0
|-
| Post-synth design cell area || slightly above 8000 sq um
|-
| Setup repair after global routing missed its margin || no
|-
| CP max-delay cell || or4_1
|-
| Cell repeated most along the worst path || or4_1
|-
| Kind of critical path || primary input to flip-flop
|-
| Count of buffer and inverter cells on the critical path || 1
|-
| Clk_skew || approximately 6.4 ps
|-
| Remaining routing DRC violations || 0
|-
| Sequential cell area || about 4200 sq um
|-
| Yosys synthesis warning count || 1
|-
| Largest stage delay, worst path || 780 ps
|-
| Final Cycle Share || 0.371
|-
| Ratio of cells with drive above 1 in the final layout || 0.139
|-
| Origin of the critical flop-to-flop path || counter[4]$_DFFE_PP0P_
|-
| R2r worst-path depth || 5
|-
| Switching power || between 0.0006 and 0.0007 W
|-
| Fillers || ~1300
|-
| Wire length of the first global-routing pass || roughly 32000 um
|-
| Row cnt || ~46
|-
| Most common library cell in the layout ignoring fill and taps || dfrtp_1
|-
| Worst supply voltage drop on vdd || 0.000110 V
|-
| Relative contribution of combinational cells to total power || 0.311
|-
| Iteration-0 DRC Markers || about 500
|-
| Hold buffer count at cts || 0
|-
| Static leakage || 3.62 nW
|-
| Most used routing layer in global routing || met1
|-
| Cell-internal power || 0.00106 W
|-
| Final standard cell utilization of the core || 0.582
|-
| Die ar. || about 17000 sq um
|-
| Type of origin of the critical path || primary input
|-
| Clock transition at path regs || ~60 ps
|-
| Sw Share || 0.370
|-
| Areal power density over the cells || between 150 and 200 nW/um^2
|-
| Final ANT Viol Nets || 0
|-
| Number of standard cells in the layout, taps in and fillers out || approximately 1000
|-
| Post-cts repair resize count || 0
|-
| Count of placed standard cells including taps || about 990
|-
| Cell count listed in synth_stat.txt || 791
|-
| Clk sink count || around 170
|-
| Chip area line of the yosys report || between 8000 and 9000 sq um
|-
| Clock period minus final worst setup slack || approximately 5700 ps
|-
| Gate Area || about 3800 sq um
|-
| TritonCTS clock tree || done
|-
| Final hold violation count || 0
|-
| Area Overhead vs Synth || 13.1%
|-
| Number of ports placed on the die boundary || 38
|-
| Count of buffers from port buffering || 37
|-
| Antenna diode instance count || 0
|-
| DPL Wire Length || 13400 um
|-
| Library cells used by synthesis || about 45
|-
| Number of slew-limit violations in the final report || 0
|-
| Post-synthesis area per instance || ~10 sq um
|-
| Pre-antenna DRT Iters || 5
|-
| Ys flop type || dfrtp_1
|-
| Number of antenna violations at the first check in global routing || 0
|-
| Number of H-tree levels || 4
|-
| Power after layout || 0.00167 W
|-
| Met2 GRT Util || 0.400
|}
[state kept, by name (all words and copies together), names as in the netlist]
name and cells:
count_q 64, counter 64, counter_32_upp 32, ack 1, load 1, load_d 1, low_or_high 1, out_en 1
state 1
[cells in the mapped netlist (all sizes together) (3+ instances only)]
library cell	n	area (sq um)
o31ai	10	75.1
and3	9	56.3
or4	16	124
a31oi	19	119
a21oi	32	160
nor3	19	95.1
buf	10	42.5
nor2b	32	200
a22o	32	280
a211oi	5	37.5
mux2i	38	380
mux2	64	721
xnor2	21	184
inv	12	45.0
xor2	8	70.1
or2	3	18.8
nor2	78	293
clkbuf	51	191
o311a	4	40.0
nand4	22	138
o21ai	11	55.1
and2	8	50.1
nand2	43	161
nand3	22	115
and4	15	131
a311oi	3	26.3
dfrtp	166	4150
or3	7	43.8
nor4	17	121
[worst register-to-register path, stage by stage (launching register included)]
cell and delay, ps:
dfrtp_1 470, and3_1 270, nand4_1 560, or4_1 790, or4_1 540, a31oi_1 180
[per-stage QoR]
| stage | setup WS [ps] | hold slack (ps) |
|---|---|---|
| after CTS | 9700 | 498 |
| after floorplan | 7750 | 352 |
| after detailed placement | 9270 | 481 |
| after global routing | 9550 | 506 |
| after global placement | 9340 | 462 |
| final | 9630 | 494 |
[metal layers]
layer	routed length, um	part of all wire	vias up
li1	-	-	2876
met1	9370	0.47	3109
met2	9380	0.47	171
met3	1050	0.052	24
met4	320	0.016	0
met5	0	0	-
[how the worst max path moves through the flow]
stage | startpoint | end | slack [ps] | depth (start not counted)
after CTS | trig_i | counter[58]$_DFFE_PP0P_ | 9700 | 6
after global routing | trig_i | counter[58]$_DFFE_PP0P_ | 9550 | 6
final | trig_i | counter[58]$_DFFE_PP0P_ | 9630 | 6
[kinds of logic (layout without fill, tap and decap cells)]
family	Yosys count	after routing	synth area share
DFF	166	166	0.504
buffers and inverters	73	89	0.0339
AOI/OAI and AO/OA	125	125	0.105
muxes	102	102	0.134
and+or+nand+nor	294	294	0.191
adders and majority gates	1	1	0.00152
xor gates and xnor gates	29	29	0.0308
other	1	1	0.000455
[power by group through the flow]
stage	combinational, W	clock (W)	sequential (W)
4_1_cts	0.000520	0.000438	0.000719
5_1_grt	0.000580	0.000457	0.000741
6_report	0.000521	0.000431	0.000721
[area by class of cell]
type | count | share of cell area
clock inverter | 7 | 0.0102
sequential | 166 | 0.446
multi-input combinational | 552 | 0.409
inverter | 12 | 0.00537
clock buffer | 25 | 0.0542
tap | 216 | 0.0290
timing repair buffer | 45 | 0.0462
No activity file was given, so power comes from the tool's default toggle rates.
